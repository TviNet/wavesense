File: design.v
module buggy_pipeline #(
    parameter WIDTH = 8
) (
    input  wire              clk,
    input  wire              rst,      
    input  wire              in_valid,
    input  wire [WIDTH-1:0]  in_data,
    output reg               out_valid,
    output reg  [WIDTH-1:0]  out_data
);
    reg              s1_valid;
    reg [WIDTH-1:0]  s1_data;
    always @(posedge clk) begin
        if (rst) begin
            s1_valid = 1'b0;      
            s1_data  = '0;        
        end else begin
            s1_valid = in_valid;  
            s1_data  = in_data;   
        end
    end
    always @(posedge clk) begin
        if (rst) begin
            out_valid = 1'b0;          
            out_data  = '0;            
        end else begin
            out_valid = s1_valid;      
            out_data  = s1_data;       
        end
    end
endmodule
File: run.sh
#!/bin/bash
# OpenROAD 26Q1-2900-gdf79404cd8, Yosys 0.63+post, stock flow scripts
make -C /OpenROAD-flow-scripts/flow DESIGN_CONFIG=/design/flow/config.mk WORK_HOME=/design/flow/orfs finish
File: config.mk
export PLATFORM = sky130hd
export DESIGN_NAME = buggy_pipeline
export DESIGN_NICKNAME = buggy_pipeline
export VERILOG_FILES = /design/flow/design.v
export SDC_FILE = /design/flow/constraint.sdc
export NUM_CORES = 4
export LEC_CHECK = 1
export CORE_AREA = 10 10 70 70
export DIE_AREA = 0 0 80 80
export SYNTH_HDL_FRONTEND = slang
File: constraint.sdc
current_design buggy_pipeline

set clk_period 1.0
set clk_io_pct 0.2

create_clock -name clk0 -period $clk_period [get_ports {clk}]

set non_clock_inputs [all_inputs -no_clocks]
set_input_delay [expr $clk_period * $clk_io_pct] -clock clk0 $non_clock_inputs
set_output_delay [expr $clk_period * $clk_io_pct] -clock clk0 [all_outputs]
==> flow_metrics.rpt <==
==== FLOW RESULTS ====
----------------------------------------------------
[Floorplanning]
  Num rows ........................ 21
  Area of the placeable core ........................ 3420 um2
  Die area ........................ between 6000 and 7000 um2
  Chip Height ........................ 80 um
  IO Count ........................ 20
  Effective utilization at floorplan ........................ 0.143
  Chip Width ........................ 80 um

[Drt]
  Total number of vias ........................ between 200 and 300
  Via-to-Cell Ratio ........................ 2.68
  Number of design rule violations left after detail routing ........................ 0
  Number of nets with antenna violations after routing ........................ 0
  Antenna Cells ........................ 0
  Detailed router's first-iteration violation count ........................ 0
  Initial DRT Pass Iterations ........................ 1
  WL per Instance ........................ 8.15 um
  WL final ........................ 880 um

[Final timing]
  Final-report max-slew violation count ........................ 0
  Worst setup margin ........................ 0.112 ns
  Period minus WS final ........................ 0.888 ns
  Slew at the pin closest to its max-slew limit ........................ ~0.095 ns
  Hold Violations, Final ........................ 0
  Worst hold slack ........................ around 0.44 ns
  Max-slew headroom at the worst pin ........................ 0.937
  Final period utilization ........................ 0.888
  Peak Freq ........................ 1.13 GHz
  Final setup violation count ........................ 0
  Post-route clock skew ........................ 0.000275 ns
  Unrepaired setup endpoints after global routing ........................ no

[Worst setup path]
  Required time at the endpoint of the critical path ........................ ~0.80 ns
  WP data arrival ........................ 0.69 ns
  Critical-path top delay cell ........................ dfxtp_1
  Buffers and inverters on the worst path ........................ 1
  Critical Path Max Stage Delay ........................ 0.32 ns
  Number of cells on the worst reg-to-reg path ........................ 1
  Reg2Reg Launch Point ........................ s1_valid
  Worst setup path category ........................ flop to primary output
  Cell-by-cell trace of the critical path ........................ clkbuf_2
  Last element of the critical path ........................ out_data[4]
  First element of the critical path ........................ out_data[4]
  Setup crit start kind ........................ flop
  Category of the worst setup path capture point ........................ primary output
  Kind of cell adding the most delay to the critical path ........................ flip-flops
  Critical path depth ........................ 1
  Worst r2r dst ........................ out_valid
  Reg2Reg Setup Slack ........................ 0.46 ns
  Crit path max fanout ........................ 1

[Run status]
  Status ........................ completed

[Placement]
  IO Port Bufs ........................ 19
  Gp weighted congestion ........................ roughly 0.68
  Cell area after placement ........................ 764 um2
  Worst slack at placement ........................ -0.148 ns

[Final layout]
  Register cell area after layout ........................ 367 um2
  Area taken by multi-input logic gates ........................ 121 um2
  Top logic cell by instance count in the layout ........................ dfxtp_1
  Most frequently placed logic cells in the final layout ........................ dfxtp_1 (13), nor2b_1 (11), clkdlybuf4s50_1 (10), clkbuf_2 (9), and2b_1 (7)
  Number of fillers in the final layout ........................ 381
  Area growth from synthesis to final layout ........................ 55.8%
  Cell area after layout ........................ 762 um2
  Share of final-layout standard cells stronger than drive strength 1 ........................ 0.339

[Power and ir drop]
  Post-layout total power ........................ 1.27 mW
  Maximum vdd drop ........................ around 410 uV
  Total power per unit cell area ........................ around 1700 nW/um2
  Lkg Pwr ........................ 0.335 nW

[Yosys]
  Part of the Yosys area used for sequential elements ........................ 0.737
  Synth unique cells ........................ 4
  Count of synthesis-stage warnings from yosys ........................ 0
  Count of mapped cells out of synthesis ........................ 37
  Chip area line of the yosys report ........................ 489 um2
  Syn Std Cell Area ........................ 489 um2
  Flops & latches, synth ........................ 18
  Number of cell instances after yosys synthesis ........................ 37
  Average instance area after synthesis ........................ 13.2 um2

[Clock network]
  Number of CTS-inserted buffers ........................ 3
  Clock input transition at the sequential cells of the worst setup and hold paths ........................ 0.09 ns
  TritonCTS Sinks ........................ 18
  H-tree depth ........................ 1
  Number of buffers inserted by post-CTS setup repair ........................ 0
  Clock root buffer ........................ clkbuf_4
  Post-cts hold buffer count ........................ 0
  Number of buffers on the longest clock path ........................ 2
  CTS tree ........................ done
  Clock network latency to the later pin of the worst-skew pair ........................ around 0.28 ns

[Global route]
  Antenna violations before repair ........................ 0
  Pin count of the biggest net entering global routing ........................ 11
  GRT Resource Usage Total ........................ 0.0279
  Via count of the first global-routing pass ........................ ~310
  Global-route wire length before repair ........................ 1410 um
  Total grt overflow ........................ 0

[Run]
  Count of maximum capacitance violations ........................ 0
  OpenROAD warning count ........................ 25

[Min path]
  Hold WC Path Type ........................ flop to flop

----------------------------------------------------
-- layout make-up --
type / count / share of cell area
Sequential cell: 18 / 0.481
Timing Repair Buffer: 22 / 0.236
Multi-Input combinational cell: 18 / 0.159
Tap cell: 46 / 0.0755
Clock buffer: 4 / 0.0476
-- cell usage after synthesis --
master / count / area, um2
buf_4: 1 / 7.51
dfxtp_1: 18 / 360
nor2b_1: 11 / 68.8
and2b_1: 7 / 52.6
-- cells by family after synthesis --
family | share of synthesized area
buf+inv | 0.0154
simple gates | 0.248
flops | 0.737
-- worst min-delay path by stage --
stage,from,end,slack (ns),cells past startpoint
final,s1_data[6],out_data[6],0.44,1
after CTS,s1_data[3],out_data[3],0.44,1
after global routing,in_data[4],s1_data[4],0.44,2
-- through the flow --
stage,std cells,util,setup TNS [ns]
global route,108,0.223,0
detailed placement,104,0.224,-1.88
floorplan,37,-,0
global placement,104,0.224,-1.58
finish,108,0.223,0
CTS,108,0.235,0
-- flip-flops by register name, indices dropped and copies added (netlist names) --
| register | flops |
|---|---|
| out_data | 8 |
| s1_data | 8 |
| out_valid | 1 |
| s1_valid | 1 |
-- report_power, final --
part | leakage (nW) | internal, mW | total [mW] | switching, mW
Clock | 0.0210 | 0.221 | 0.418 | 0.197
Combinational | 0.163 | 0.0736 | 0.0971 | 0.0235
Sequential | 0.151 | 0.751 | 0.757 | 0.00629
Total | 0.335 | 1.05 | 1.27 | 0.227
-- metal layers --
| layer | vias to the layer above | GRT usage | part of all wire |
|---|---|---|---|
| met5 | - | 0 | 0 |
| li1 | 161 | - | - |
| met1 | 115 | 0.0323 | 0.43 |
| met4 | 0 | 0.0123 | 0.034 |
| met2 | 11 | 0.0425 | 0.45 |
| met3 | 2 | 0.0136 | 0.085 |
-- timing repair --
action	CTS	global route
gates resized	19	13
pin swaps	0	0
endpoints found under the setup margin	9	9
No activity file was given, so power comes from the tool's default toggle rates.
