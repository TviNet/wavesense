[/design/flow/run.sh]
#!/bin/bash
# OpenROAD 26Q1-2900-gdf79404cd8, Yosys 0.63+post, stock flow scripts
make -C /OpenROAD-flow-scripts/flow DESIGN_CONFIG=/design/flow/config.mk WORK_HOME=/design/flow/orfs finish
[/design/flow/config.mk]
export PLATFORM = sky130hd
export DESIGN_NAME = counter
export DESIGN_NICKNAME = counter
export VERILOG_FILES = /design/flow/design.v
export SDC_FILE = /design/flow/constraint.sdc
export NUM_CORES = 4
export LEC_CHECK = 1
export CORE_AREA = 10 10 70 70
export DIE_AREA = 0 0 80 80
export SYNTH_HDL_FRONTEND = slang
[/design/flow/design.v]
module counter (
    input  wire clk,
    input  wire rst,
    input  wire en,
    output reg  [7:0] count
);
    always @(posedge clk) begin
        if (rst) begin
            count <= 8'd0;
        end else if (en) begin
            count <= count + 8'd1;
        end
    end
endmodule
[/design/flow/constraint.sdc]
current_design counter

set clk_period 1.9
set clk_io_pct 0.2

create_clock -name clk0 -period $clk_period [get_ports {clk}]

set non_clock_inputs [all_inputs -no_clocks]
set_input_delay [expr $clk_period * $clk_io_pct] -clock clk0 $non_clock_inputs
set_output_delay [expr $clk_period * $clk_io_pct] -clock clk0 [all_outputs]
==> reports/results.ini <==
[layout]
fin_util_pct = 14.9
largest-register = count
largest_register_ff_count = 8
final_design_area_no_fill_um2 = 508
final_layout_top_logic_cells = sky130_fd_sc_hd__clkdlybuf4s50_1 (10), sky130_fd_sc_hd__dfxtp_1 (8), sky130_fd_sc_hd__nor2_1 (5)
largest_registers = count: 8 flops
synth_to_layout_area_growth_pct = 49.8
leading_cell_type_in_the_layout_fill_and_taps_excluded = sky130_fd_sc_hd__clkdlybuf4s50_1
layout-drive-gt1-share_pct = 8.33

[power]
irDropWorstVdd_v = 0.000313
power_frac_comb_pct = 7.9
cellPowerDensity_nw_per_um2 = 661
seq_power_share_pct = 53.3
power.switching_uw = 73.8
p_leak_uw = 0.000174
swShare_pct = 22.0
power.internal_uw = 262
pwr-share-clk_pct = 38.8

[sta]
slew_violations = 0
fin_ws_ns = 0.291
achievable-frequency_ghz = 0.621
grt_setup_unrepaired = no
report.final.setup_viol = 0
hold_ws_ns = 0.485
slew_headroom_pct = 79.6
tightestPinTransition_ns = 0.305
period_minus_slack_ns = 1.61
finalSetupTns_ns = 0
fin_worst_skew_ns = 0.00486
fin_crit_sh_pct = 84.7
finalHoldViolations = 0

[worst_setup_path]
worst_setup_path_startpoint = count[3]
worst_ep_arrival_time_ns = 1.23
timing.critical_path.from_type = flop
ff2ff_path_depth = 4
timing.critical_path.slowest_stage_cell = sky130_fd_sc_hd__clkdlybuf4s50_1
rr_startpoint = count[0]
worst-endpoint-required_ns = 1.52
path_max_fanout = 6
crit_path_max_incr_delay_ns = 0.52
worst_r2r_endpoint = count[6]
critical_path.endpoint_type = primary output
path_delay_family = buffers and inverters
timing.reg2reg.setup_slack_ns = 0.58
timing.critical_path.cells = clkdlybuf4s50_1
worst-path-buf-inv = 1
critPathKind = reg -> out

[placement]
gp_congestion = 0.798
postPlaceCellArea_um2 = 485
detailedPlace.worstSlack_ns = 0.117
place_hpwl_um = 604
io_buffers = 10

[routing]
drt_wl_total_um = 801
n_antenna_cell = 0
drtPass1Iterations = 4
ant_nets = 0
wl_per_cell_um = 8.52
routed-via-count = 289
drtIter0Drc = 22
post_drt_via_cell_ratio = 3.07
drcViolationCount = 0

[floorplan]
die-width_um = 80
die_height_um = 80
fp.coreArea_um2 = 3420
ioPinCount = 11
cell_row_count = 21
initCoreUtil_pct = 9.93
chipArea_um2 = 6400

[worst_hold_path]
min_delay_path_depth = 2
timing.hold.worst.start = count[7]
min-delay-path-class = reg -> reg
hold-path-endpoint = count[7]

[grt]
grt_use_total_pct = 2.56
grt_pass1_wl_um = 1300
grt_max_degree = 9
via_count_of_the_first_global_routing_pass = 261
grt_antenna_before_repair = 0
overflow_after_grt = 0

[synth]
mux_share_pct = 2.95
synth_cell_type_count = 15
netlist_instances = 37
largest_area_cell = sky130_fd_sc_hd__dfxtp_1
xor_area_share_pct = 10.3
synthesis.yosys.warnings = 0
logic_family = simple AND/OR/NAND/NOR gates
yosysCellCount = 37
chip_area_from_the_yosys_synthesis_statistics_um2 = 339
aoi_share_pct = 8.86
ys_ff = 8
ys_sh_adder_pct = 3.69
synth-simple-area-share_pct = 23.6
synth.area.top_cells = sky130_fd_sc_hd__dfxtp_1 (47%), sky130_fd_sc_hd__xor2_1 (7.7%), sky130_fd_sc_hd__nor2_1 (5.5%)
yosysTopAreaCellShare_pct = 47.2
postSynthAreaPerCell_um2 = 9.16
post_synth_instance_area_um2 = 339
synth_seq_share_pct = 47.2

[clocking]
clock_insertion_delay_worst_skew_ns = 0.25
cts-buffers-inserted = 3
clockBufferDepth = 2
cts_setup_buffers = 0
cts_root_buffer = sky130_fd_sc_hd__clkbuf_4
h-tree-depth = 1
clkSinkCount = 8
post_cts_hold_fix_buffer_tally = 0
cts.repair.resized = 0
clk_pin_slew_ns = 0.06
cts_tree = done

[run_status]
run_status = complete, no violations

[run]
number_of_logged_tool_warnings = 25
drv_cap = 0

-- through the flow --
step           instances  total power (uW)
6_report              94               336
5_1_grt               94               355
4_1_cts               94               340
3_5_place_dp          91               209
3_3_place_gp          91               208
2_1_floorplan         37               195
-- worst max path at each step --
stage,to,slack (ns),cells past startpoint
finish,count[3],0.29,1
global route,count[2],0.21,1
CTS,count[3],0.29,1
-- area by class of cell --
cell class	count	area, um2
tap	46	57.6
sequential	8	160
multi-input combinational	27	168
fill	395	2910
timing repair buffer	10	100
clock buffer	3	22.5
-- logic make-up (layout without fill, tap and decap cells) --
group	after synthesis	in the layout
AND/OR/NAND/NOR	15	15
flip-flops	8	8
AND-OR/OR-AND	6	6
XOR/XNOR	4	4
buffers and inverters	2	13
adder cells (fa/ha/maj)	1	1
multiplexers	1	1
-- Yosys cell counts --
library cell              count
sky130_fd_sc_hd__nand4_2      1
sky130_fd_sc_hd__ha_1         1
sky130_fd_sc_hd__xor2_1       3
sky130_fd_sc_hd__dfxtp_1      8
sky130_fd_sc_hd__xnor2_1      1
sky130_fd_sc_hd__nand3_1      2
sky130_fd_sc_hd__nand4_1      2
sky130_fd_sc_hd__or3_1        3
sky130_fd_sc_hd__nand2_1      2
sky130_fd_sc_hd__buf_4        1
sky130_fd_sc_hd__buf_1        1
sky130_fd_sc_hd__nor2_1       5
sky130_fd_sc_hd__a21oi_1      3
sky130_fd_sc_hd__mux2i_1      1
sky130_fd_sc_hd__o21ai_0      3
-- power by group through the flow --
stage | Combinational [uW] | Clock (uW) | Sequential [uW]
final | 26.7 | 130 | 179
after global routing | 29.7 | 146 | 179
after CTS | 27.3 | 134 | 179
-- routing by layer --
metal / part of all wire, % / wire length, um / track usage (%) / up-vias
met4: 0 / 0 / 0.176 / 0
met2: 23 / 188 / 2.01 / 13
met3: 18 / 147 / 2.61 / 0
met5: 0 / 0 / 0 / -
li1: - / - / - / 153
met1: 58 / 465 / 4.11 / 123
Power is estimated from default activity; no workload was simulated.
