## flow/design.v

```verilog
module Comparator #(
    parameter int num_triggers = 4,
    parameter int num_slots = 4
) (
    input  logic [63:0] tdata2 [num_slots-1:0],
    input  logic [63:0] csr_values [num_triggers-1:0][num_slots-1:0],
    input  logic [3:0]  match_mode,
    output logic        MatchEq [num_triggers-1:0][num_slots-1:0],
    output logic        Match [num_triggers-1:0][num_slots-1:0],
    input logic clk,
    input logic rst
);
    logic [63:0] mask_high;
    logic [31:0] mask_low;
    function automatic logic [5:0] get_mask(input logic [63:0] data);
        logic [5:0] mask;
        mask = 0;
        for (int i = 0; i < 64; i++) begin
            if (data[i] == 1'b0) begin
                mask = 63 - i;
                break;
            end
        end
        return mask;
    endfunction
    always_comb begin
        for (int i = 0; i < num_triggers; i++) begin
            for (int j = 0; j < num_slots; j++) begin
                MatchEq[i][j] = (csr_values[i][j] == tdata2[j]);
            end
        end
    end
    always_comb begin
        static int j;
        for (int i = 0; i < num_triggers; i++) begin
            for (j = 0; j < num_slots; j++) begin
                case (match_mode)
                    4'd0: begin
                        Match[i][j] = tdata2[j] == csr_values[i][j];
                    end
                    4'd1: begin
                        static logic [63:0] mask = ~(64'hFFFFFFFFFFFFFFFF >> get_mask(tdata2[j]));
                        Match[i][j] = (csr_values[i][j] & mask) == (tdata2[j] & mask);
                    end
                    4'd2: begin
                        Match[i][j] = csr_values[i][j] >= tdata2[j];
                    end
                    4'd3: begin
                        Match[i][j] = csr_values[i][j] < tdata2[j];
                    end
                    4'd4: begin
                        mask_low = tdata2[j][63:32];
                        Match[i][j] = (csr_values[i][j][31:0] & mask_low) == tdata2[j][31:0];
                    end
                    4'd5: begin
                        mask_high = tdata2[j][63:32];
                        Match[i][j] = (csr_values[i][j][63:32] & mask_high) == tdata2[j][31:0];
                    end
                    4'd8: begin
                        Match[i][j] = !(csr_values[i][j] == tdata2[j]);
                    end
                    4'd9: begin
                        static logic [63:0] mask = ~(64'hFFFFFFFFFFFFFFFF >> get_mask(tdata2[j]));
                        Match[i][j] = !((csr_values[i][j] & mask) == (tdata2[j] & mask));
                    end
                    4'd12: begin
                        mask_low = tdata2[j][63:32];
                        Match[i][j] = !((csr_values[i][j][31:0] & mask_low) == tdata2[j][31:0]);
                    end
                    4'd13: begin
                        mask_high = tdata2[j][63:32];
                        Match[i][j] = !((csr_values[i][j][63:32] & mask_high) == tdata2[j][31:0]);
                    end
                    default: begin
                        Match[i][j] = '0;
                    end
                endcase
            end
        end
    end
endmodule
```

## flow/run.sh

```bash
#!/bin/bash
# OpenROAD 26Q1-2900-gdf79404cd8, Yosys 0.63+post, stock flow scripts
make -C /OpenROAD-flow-scripts/flow DESIGN_CONFIG=/design/flow/config.mk WORK_HOME=/design/flow/orfs finish
```

## flow/config.mk

```make
export PLATFORM = sky130hd
export DESIGN_NAME = Comparator
export DESIGN_NICKNAME = Comparator
export VERILOG_FILES = /design/flow/design.v
export SDC_FILE = /design/flow/constraint.sdc
export NUM_CORES = 4
export LEC_CHECK = 1
export CORE_AREA = 10 10 521 521
export DIE_AREA = 0 0 531 531
export SYNTH_HDL_FRONTEND = slang
```

## flow/constraint.sdc

```tcl
current_design Comparator

set clk_period 8.7
set clk_io_pct 0.2

create_clock -name clk0 -period $clk_period

set non_clock_inputs [all_inputs -no_clocks]
set_input_delay [expr $clk_period * $clk_io_pct] -clock clk0 $non_clock_inputs
set_output_delay [expr $clk_period * $clk_io_pct] -clock clk0 [all_outputs]
```

==> impl_metrics.yaml <==
# synthesis and place-and-route metrics
run_status:
  outcome: "finished, final reports clean"
timing:
  totalNegativeSetupSlack_ns: 0
  final_hold_violation_count: 0
  maxSlewHeadroom_pct: 32.3
  min_period_over_period_pct: 92.9
  final_worst_slack_ns: 0.618
  setup_repair_after_global_routing_missed_its_margin: "no"
  max_clock_freq_ghz: 0.124
  slew_violations: 0
  max_slew.worst_pin.slew_ns: 1.01
  setup_viol: 0
  finalCriticalPeriod_ns: 8.08
floorplan:
  dieArea_um2: 282000
  die_w_um: 531
  core_area_um2: 260000
  fp_util_pct: 16.9
  io_pins: 1318
  placement_rows: 187
  dieHeight_um: 531
hold_path:
  worstHoldPathType: "input pin to output pin"
place:
  gp_routability_congestion: 1.12
  place_hpwl_um: 369000
  post-place-ws_ns: 0.802
  post-place-cells: 10400
  buffer_ports.inserted: 1316
global_routing:
  grt_pass1_vias: 49800
  pin_count_of_the_biggest_net_entering_global_routing: 22
  global_router_s_overall_resource_usage_pct: 27.4
  grt_pass1_wl_um: 502000
  grt_antenna_before_repair: 227
  global_route.overflow_total: 0
logic_synthesis:
  yosysWarnings: 0
  yosys_cells: 5561
  synthDistinctLibCells: 71
  postSynthSeqShare_pct: 0
  yosys-stat-area_um2: 43800
  netlist_area_um2: 43800
  synth_cells: 5561
  synth.avg_cell_area_um2: 7.88
worst_setup_path:
  timing.critical_path.to_type: "output pin"
  slowest_delay_ns: 0.89
  worstPathCellList: "clkdlybuf4s50_1 -> inv_1 -> ha_1 -> a21oi_1 -> o21ai_0 -> a221oi_1 -> o211ai_1 -> a211oi_1 -> o211ai_1 -> o21ai_0 -> o221ai_1 -> clkdlybuf4s50_1"
  critical_path_class: "input pin to output pin"
  path_buffers: 3
  worst-endpoint-required_ns: 6.96
  crit_family: "AND-OR/OR-AND gates"
  cpMaxStageDelayCell: "clkdlybuf4s50_1"
  crit_path_max_fanout: 7
  critical_path.startpoint_type: "input pin"
  worst_ep_arrival_time_ns: 6.34
clocking:
  hold_buffers: 0
  cts_resized: 0
  number_of_setup_buffers_added_after_cts: 0
final_layout:
  register_area_um2: 0
  layout-drive-gt1-share_pct: 4.16
  nFlopsAndLatches: 0
  growth_of_design_area_from_synthesis_to_finish_pct: 43.0
  top_cell_excl_fill_tap: "ha_1"
  layoutNonFillerInstCount: 10500
  most-common-layout-cells: "ha_1 (1536), clkdlybuf4s50_1 (1310), xnor2_1 (785)"
  n_clock_buffer: 0
  fill_cells: 28600
route:
  drt_first_iter_violations: 4798
  detail_route.first_pass.iterations: 5
  drt.antenna.violating_nets: 0
  route.detailed.drc: 0
  num_vias: 50800
  route.final.wire_length_um: 400000
  drt-wirelength-per-cell_um: 38.2
  avgViaCountPerCell: 4.85
power_and_ir_drop:
  leakage_dissipation_nw: 27.3
  power.density_cell_area_nw_per_um2: 57.1
  max-vdd-ir-drop_mv: 0.0249
run:
  stage_log_warnings: 547
  drv.max_cap_violation_count: 0
==> synth_stat cells, types with 22 or more instances <==
cell	number	share of area, %
a221oi_1	22	0.44
xor2_1	242	4.8
nor2_1	79	0.68
a21oi_1	423	4.8
nand4_1	378	5.4
a211oi_1	22	0.38
a21o_1	111	1.9
nor4_1	170	2.4
nand2_1	736	6.3
nand3_1	89	1.0
o211ai_1	40	0.68
buf_2	115	1.3
ha_1	1536	44
nor3_1	78	0.89
nor2b_1	41	0.59
inv_1	295	2.5
xnor2_1	785	16
o21ai_0	173	2.0
==> worst min-delay path, delay by kind of cell <==
kind / cells / cell delay, ns
buffers and inverters: 3 / 0.48
AND-OR/OR-AND: 1 / 0.33
==> area by class of cell <==
cell class | count | area [µm²] | area share [%]
diodes | 82 | 205 | 0.327
inverters | 297 | 1110 | 1.78
multi-input cells | 5125 | 42000 | 67.0
well taps | 3402 | 4260 | 6.79
repair buffers | 1570 | 15100 | 24.1
==> kinds of logic after synthesis <==
family	after synthesis	share of synthesized area, %
fa+ha+maj	1536	43.8
mux	6	0.137
simple gates	1651	18.7
xor+xnor	1034	20.8
buf+inv	436	4.23
compound gates	898	12.2
==> report_power, final <==
part	leakage [nW]	switching, mW	internal [mW]
Sequential	0	0	0
Combinational	27.3	2.16	1.42
Clock	0.000517	0	0.00000122
==> per-layer routing <==
layer / routed length [µm] / track usage (%) / vias up / part of all wire [%]
met4: 27800 / 15.1 / 116 / 6.9
met5: 714 / 0 / - / 0.18
met1: 160000 / 34.5 / 23900 / 40
met2: 171000 / 41.6 / 3141 / 43
met3: 40300 / 8.51 / 790 / 10
li1: - / - / 22900 / -
==> path summary, 6_finish.rpt <==
path	endpoint	depth (start not counted)	start
min	Match[13]	4	match_mode[1]
max	Match[4]	12	tdata2[23]
==> stage by stage <==
stage               power [mW]  hold slack, ns  utilization, %  cell area [µm²]
floorplan                 1.49            3.66               -            43800
global placement          3.52            4.37            24.1            62500
detailed placement        3.48            4.36            24.1            62500
CTS                       3.51            4.38            24.1            62500
global route              3.75            4.38            24.1            62600
finish                    3.58            4.33            24.1            62700
Power and IR drop assume default switching activity.
